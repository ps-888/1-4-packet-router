## run.sh

```bash
#!/bin/bash
# OpenROAD 26Q1-2900-gdf79404cd8, Yosys 0.63+post, stock flow scripts
make -C /OpenROAD-flow-scripts/flow DESIGN_CONFIG=/design/flow/config.mk WORK_HOME=/design/flow/orfs finish
```

## design.v

```verilog
module router(
    input clk,
    input rst,
    input pkt_valid,
    input [7:0] data_in,
    input [1:0] dest_addr,
    input [3:0] ready_out,
    output reg [7:0] data_out0, data_out1, data_out2, data_out3,
    output reg [3:0] valid_out,
    output reg ready_in,
    output reg [1:0] state_out
);
    parameter IDLE  = 2'b00;
    parameter START = 2'b01;
    parameter ROUTE = 2'b10;
    parameter WAIT  = 2'b11;
    reg [1:0] current_state, next_state;
    reg [7:0] data_reg;
    reg [1:0] dest_reg;
    reg wait_done;
    always @(posedge clk) begin
        if (rst)
            current_state <= IDLE;
        else
            current_state <= next_state;
    end
    always @(*) begin
        case (current_state)
            IDLE: begin
                if (pkt_valid)
                    next_state = START;
                else
                    next_state = IDLE;
            end
            START: begin
                if (ready_out[dest_reg])   
                  next_state = ROUTE;
                else
                    next_state = START;    
            end
            ROUTE: begin
                next_state = WAIT;
            end
            WAIT: begin
                if (wait_done)
                    next_state = IDLE;
                else
                    next_state = WAIT;
            end
            default: next_state = IDLE;
        endcase
    end
    always @(posedge clk) begin
        if (rst) begin
            data_reg <= 8'b0;
            dest_reg <= 2'b0;
            wait_done <= 1'b0;
        end else begin
            if (current_state == IDLE && pkt_valid) begin
                data_reg <= data_in;
                dest_reg <= dest_addr;
            end
            if (current_state == ROUTE)
                wait_done <= 1'b0;
            else if (current_state == WAIT)
                wait_done <= 1'b1;
            else
                wait_done <= 1'b0;
        end
    end
    always @(posedge clk) begin
        if (rst) begin
            data_out0 <= 8'b0;
            data_out1 <= 8'b0;
            data_out2 <= 8'b0;
            data_out3 <= 8'b0;
            valid_out <= 4'b0;
            ready_in  <= 1'b1;
        end else begin
            case (current_state)
                IDLE: begin
                    valid_out <= 4'b0;
                    ready_in  <= 1'b1;
                    data_out0 <= 8'b0;
                    data_out1 <= 8'b0;
                    data_out2 <= 8'b0;
                    data_out3 <= 8'b0;
                end
                START: begin
                    valid_out <= 4'b0;
                    ready_in  <= 1'b0;
                end
                ROUTE: begin
                    ready_in <= 1'b0;
                    case (dest_reg)
                        2'b00: begin
                            data_out0 <= data_reg;
                            valid_out <= 4'b0001;
                        end
                        2'b01: begin
                            data_out1 <= data_reg;
                            valid_out <= 4'b0010;
                        end
                        2'b10: begin
                            data_out2 <= data_reg;
                            valid_out <= 4'b0100;
                        end
                        2'b11: begin
                            data_out3 <= data_reg;
                            valid_out <= 4'b1000;
                        end
                        default: begin
                            valid_out <= 4'b0000;
                        end
                    endcase
                end
                WAIT: begin
                    ready_in <= 1'b0;
                    case (dest_reg)
                        2'b00: valid_out <= 4'b0001;
                        2'b01: valid_out <= 4'b0010;
                        2'b10: valid_out <= 4'b0100;
                        2'b11: valid_out <= 4'b1000;
                        default: valid_out <= 4'b0000;
                    endcase
                end
            endcase
        end
    end
    always @(*) begin
        state_out = current_state;
    end
endmodule
```

## constraint.sdc

```tcl
current_design router

set clk_period 1.9
set clk_io_pct 0.2

create_clock -name clk0 -period $clk_period [get_ports {clk}]

set non_clock_inputs [all_inputs -no_clocks]
set_input_delay [expr $clk_period * $clk_io_pct] -clock clk0 $non_clock_inputs
set_output_delay [expr $clk_period * $clk_io_pct] -clock clk0 [all_outputs]
```

## config.mk

```make
export PLATFORM = sky130hd
export DESIGN_NAME = router
export DESIGN_NICKNAME = router
export VERILOG_FILES = /design/flow/design.v
export SDC_FILE = /design/flow/constraint.sdc
export NUM_CORES = 4
export LEC_CHECK = 1
export CORE_AREA = 10 10 114 114
export DIE_AREA = 0 0 124 124
```

==> results_tabular.tex <==
% Table of physical implementation metrics
\begin{tabular}{lr}
\hline
Metric & Value \\
\hline
\multicolumn{2}{l}{\textbf{Flow run}} \\
\quad Max-cap violation count & 0 \\
\quad Tool warnings & 25 \\
\multicolumn{2}{l}{\textbf{Route}} \\
\quad Antenna cell count & 0 \\
\quad Residual DRC count & 0 \\
\quad WL per Instance & about 14 um \\
\quad Post-DR vias/cell & 3.97 \\
\quad Vias post-DR & around 1,500 \\
\quad Violation tally from detailed-route iteration zero & 94 \\
\quad Final Routed Wirelength & between 5000 and 6000 um \\
\quad Detailed Routing Iterations Pass 1 & 4 \\
\quad Antenna viol nets, final & 0 \\
\multicolumn{2}{l}{\textbf{Critical path}} \\
\quad Worst reg2reg path endpoint & data\_out0[0]\$\_SDFFE\_PP0P\_ \\
\quad Critical path depth & 1 \\
\quad Depth of the worst register-to-register path & 4 \\
\quad Arrival time worst endpoint & between 1000 and 1500 ps \\
\quad Sort of element at the start of the critical path & flop \\
\quad Cell breakdown of the critical path & clkdlybuf4s50\_1 \\
\quad Maximum fanout along the worst path & 11 \\
\quad Buf/Inv on CP & 1 \\
\quad Startpoint of the most critical register-to-register path & current\_state[1]\$\_SDFF\_PP0\_ \\
\quad Cell at the slowest stage of the critical path & dfxtp\_1 \\
\quad Gate family responsible for the most delay along the worst path & flip-flops \\
\quad Critical setup path kind & reg -> out \\
\quad Internal reg-to-reg setup slack & around 320 ps \\
\quad CP Capture Type & primary output \\
\quad Delay contributed by the slowest stage of the critical path & 540 ps \\
\quad Data required time at the worst endpoint & around 1500 ps \\
\multicolumn{2}{l}{\textbf{Synth}} \\
\quad Area reported by Yosys stat & approximately 0.0018 mm2 \\
\quad Avg Inst Size Synth & 9.13 um2 \\
\quad Synth area leaders & dfxtp\_1 (57\%), a22oi\_1 (14\%), nor2\_1 (8.1\%), nand2\_1 (5.3\%), a21oi\_1 (3.1\%) \\
\quad Async set-or-reset flop fraction in the synthesized netlist & 0 \\
\quad Post-synthesis sequential element count & approximately 50 \\
\quad Seq/Total Area, Yosys & 0.568 \\
\quad Total of warnings raised by yosys & 1 \\
\quad Library cell with the largest summed area after synthesis & dfxtp\_1 \\
\quad Most popular library cell in the synthesized design by count & dfxtp\_1 \\
\quad Mapped Area & about 0.0018 mm2 \\
\quad Instance tally after logic synthesis & 193 \\
\quad Yosys stat cell total & about 190 \\
\quad Ranking of synthesized cells by instance count & dfxtp\_1 (50), nor2\_1 (38), a22oi\_1 (32) \\
\quad Number of distinct library cells after synthesis & 20 \\
\quad Portion of synthesized cell area occupied by the leading cell type & 0.568 \\
\quad Most used flip-flop cell & dfxtp\_1 \\
\quad Flip-flops with a built-in enable & 0 \\
\multicolumn{2}{l}{\textbf{Status}} \\
\quad Result of the run & finished, final reports clean \\
\multicolumn{2}{l}{\textbf{Hold path}} \\
\quad Hold-critical path depth & 2 \\
\quad Type of the worst min-delay path & reg -> reg \\
\quad Worst Hold Endpoint & data\_reg[7]\$\_SDFFE\_PP0P\_ \\
\quad Hold Crit Start & data\_reg[7]\$\_SDFFE\_PP0P\_ \\
\multicolumn{2}{l}{\textbf{Clock tree}} \\
\quad Clock Sink Count & 50 \\
\quad CTS H-tree depth & 2 \\
\quad Clock latency reported for the late side of the worst-skew pair & approximately 300 ps \\
\quad Clock tree from TritonCTS & built \\
\quad Worst-case clock buffer depth & 2 \\
\quad Clock-pin slew on the worst setup and hold paths & roughly 90 ps \\
\quad Inserted Clock Buffers & 5 \\
\quad Post-cts resize count & 0 \\
\quad Cell chosen for the clock root & clkbuf\_8 \\
\quad Number of buffers inserted for hold repair after clock tree synthesis & 0 \\
\quad Number of buffers inserted to repair setup after CTS & 0 \\
\multicolumn{2}{l}{\textbf{Placement}} \\
\quad Final weighted congestion in routability-driven placement & 0.798 \\
\quad Number of buffer cells added on primary ports & 55 \\
\quad HPWL after detailed placement & 4060 um \\
\multicolumn{2}{l}{\textbf{Global routing}} \\
\quad GR Overflow Total & 0 \\
\quad Maximum number of pins on one net before global-route repair & approximately 44 \\
\quad Via count of the first global-routing pass & 1,495 \\
\quad Total routing resource utilization after global routing & 0.0669 \\
\quad Antenna violations before repair & 0 \\
\quad Wire length of the first global-routing pass & 8070 um \\
\multicolumn{2}{l}{\textbf{Timing}} \\
\quad Total Negative Setup Slacks & 0 ps \\
\quad Final worst path period need & $\sim$1800 ps \\
\quad Setup-failing EPs final & 0 \\
\quad Final-report max-slew violation count & 0 \\
\quad Highest Clock Rate & 569 MHz \\
\quad Maximum clock skew at final layout & between 9 and 10 ps \\
\quad Share of the clock period used by the worst path after layout & 0.925 \\
\quad Pin slew with the least headroom to its limit & 553 ps \\
\quad Headroom to the max-slew limit & 0.629 \\
\quad Unrepaired setup endpoints after global routing & false \\
\quad Number of endpoints with negative hold slack in the final report & 0 \\
\multicolumn{2}{l}{\textbf{Die}} \\
\quad I/O pin count & $\sim$56 \\
\quad Die Footprint & around 0.015 mm2 \\
\quad Std-Cell Rows & 37 \\
\quad Floorplan Utilization & 0.169 \\
\quad Vert. Die Dim & between 100 and 150 um \\
\quad Core ar. & between 0.01 and 0.015 mm2 \\
\quad Floorplan die width & $\sim$120 um \\
\multicolumn{2}{l}{\textbf{Finish}} \\
\quad Register area & 0.00100 mm2 \\
\quad Number of filler cells placed in the layout & roughly 1,100 \\
\quad Layout overhead on the synthesized area & 46.8\% \\
\quad Gate Area & between 700 and 800 um2 \\
\quad Share of cells above drive strength 1 & 0.0602 \\
\multicolumn{2}{l}{\textbf{Power and ir drop}} \\
\quad Leakage & a little under 0.0009 uW \\
\quad Worst ir drop on vdd & 237 uV \\
\quad Power per cell area & 792 mW/mm2 \\
\quad Post-route total power & a little over 2000 uW \\
\hline
\end{tabular}
==> worst min-delay path, stage by stage, from the launching register on <==
cell     delay [ps]
dfxtp_1         310
nand2_1          50
a21oi_1          50
==> placed cells by master, fill, tap and decap left out, types with 2 or more instances in the layout <==
cell type,netlist,layout
and2_1,2,2
buf_4,0,2
nor3_1,2,2
clkdlybuf4s50_1,0,55
clkbuf_8,0,5
nor2b_1,8,8
nand2_1,25,25
a21o_1,3,3
nand2b_1,3,3
inv_1,2,2
nor2_2,2,2
dfxtp_1,50,50
a21oi_1,11,11
a22oi_1,32,32
nor2_1,38,38
==> power breakdown <==
part	leakage [uW]	total [uW]	internal [uW]	switching, uW
Sequential	0.000405	1100	1070	24.8
Combinational	0.000430	224	94.6	129
Clock	0.0000542	727	387	339
==> layer usage <==
metal / routed length, um / track usage
met1: 2240 / 0.0870
met2: 2450 / 0.111
met3: 431 / 0.0197
met4: 82 / 0.00863
met5: 0 / 0
==> area by class of cell <==
| cell class | count | share of cell area |
|---|---|---|
| flip-flops and latches | 50 | 0.387 |
| multi-input cells | 132 | 0.277 |
| repair buffers | 58 | 0.226 |
| well taps | 136 | 0.0658 |
| clock buffers | 5 | 0.0266 |
| clock inverters | 2 | 0.0150 |
| inverters | 2 | 0.00290 |
==> stage by stage <==
step                      setup slack (ps)  hold slack (ps)   util  cells  cell area [um2]
after floorplan                        685              432      -    193             1760
after global placement                 380              441  0.238    378             2480
after detailed placement               374              446  0.238    378             2480
after CTS                              134              458  0.248    385             2590
after global routing                  79.8              477  0.248    385             2590
final                                  142              454  0.248    385             2590
==> worst max-delay path by stage <==
stage     slack [ps]      endpoint                         from
4_1_cts          130  state_out[1]  current_state[1]$_SDFF_PP0_
5_1_grt           80  state_out[1]  current_state[1]$_SDFF_PP0_
6_report         140  state_out[1]  current_state[1]$_SDFF_PP0_
==> cells by family after synthesis <==
group / Yosys count / share of synthesized area
AND-OR/OR-AND: 48 / 0.188
buffers and inverters: 11 / 0.0263
flip-flops: 50 / 0.568
AND/OR/NAND/NOR: 83 / 0.205
multiplexers: 1 / 0.0128
Power and IR drop assume default switching activity.
